## design/flow/design.v

```verilog
module cp0(clk, rst, wen, exlset, exlclr, sel, HWInt, din, pc_p4, pcout, dout, intreq);
  input clk, rst, wen, exlset, exlclr;
  input [4:0] sel;
  input [5:0] HWInt;
  input [31:0] din, pc_p4;
  output [31:0] pcout, dout;
  output intreq;
  reg [31:0] regFile_cp0[31:0];
  wire exl, ie;
  wire [15:10] im;
  parameter [4:0] SR = 5'd12;
  parameter [4:0] CAUSE = 5'd13;
  parameter [4:0] EPC = 5'd14;
  parameter [4:0] PRID = 5'd15;
  assign exl = regFile_cp0[SR][1];
  assign ie = regFile_cp0[SR][0];
  assign im = regFile_cp0[SR][15:10];
  assign pcout = regFile_cp0[EPC];
  assign dout = regFile_cp0[sel];
  assign intreq = | (HWInt & im) & ie & (~exl);
  integer i;
  initial
  begin
    for(i=0; i<32; i=i+1) regFile_cp0[i] = 0;
    regFile_cp0[SR][15:10] = 6'b000001;   
    regFile_cp0[SR][0] = 1'b1;     
    regFile_cp0[CAUSE][15:10] = 6'b000001; 
    regFile_cp0[PRID] = 32'h2107_4220;
  end
  always@(posedge clk)
  begin
    if(rst)
      begin
        for(i=0; i<32; i=i+1) regFile_cp0[i] = 0;
        regFile_cp0[SR][15:10] = 6'b000001; 
        regFile_cp0[SR][0] = 1'b1; 
        regFile_cp0[CAUSE][15:10] = 6'b000001;
        regFile_cp0[PRID] = 32'h2107_4220;
      end
  end
  always@(posedge clk)
  begin
    if(wen && (sel!= CAUSE))
      begin
        regFile_cp0[sel] <= din;
      end
    else if(exlset)  
      begin
        regFile_cp0[EPC] <= pc_p4;
        regFile_cp0[SR][1] <= 1'b1; 
      end
    else if(exlclr)  
      begin
        regFile_cp0[SR][1] <= 1'b0;
        regFile_cp0[SR][0] <= 1'b1; 
      end
    else 
      begin
        regFile_cp0[CAUSE] <= {16'b0, HWInt, 10'b0};
      end
  end
  always@(posedge clk)
  begin
    regFile_cp0[CAUSE] <= {16'b0, HWInt, 10'b0};
  end
endmodule
```

## design/flow/run.sh

```bash
#!/bin/bash
# OpenROAD 26Q1-2900-gdf79404cd8, Yosys 0.63+post, stock flow scripts
make -C /OpenROAD-flow-scripts/flow DESIGN_CONFIG=/design/flow/config.mk WORK_HOME=/design/flow/orfs finish
```

## design/flow/config.mk

```make
export PLATFORM = sky130hd
export DESIGN_NAME = cp0
export DESIGN_NICKNAME = cp0
export VERILOG_FILES = /design/flow/design.v
export SDC_FILE = /design/flow/constraint.sdc
export NUM_CORES = 4
export LEC_CHECK = 1
export CORE_UTILIZATION = 50
```

## design/flow/constraint.sdc

```tcl
current_design cp0

set clk_period 14.3
set clk_io_pct 0.2

create_clock -name clk0 -period $clk_period [get_ports {clk}]

set non_clock_inputs [all_inputs -no_clocks]
set_input_delay [expr $clk_period * $clk_io_pct] -clock clk0 $non_clock_inputs
set_output_delay [expr $clk_period * $clk_io_pct] -clock clk0 [all_outputs]
```

==> summary.txt <==
worst endpoint data arrival time -> 6.43 ns
Post-CTS Hold Fix Bufs -> 0
antenna violations before repair -> 8
critical path class -> in -> out
RSZ-0062 raised after global routing -> false
Worst Setup Slack, final -> 5.01 ns
number of port buffers -> 144
Top cells by area -> edfxtp_1 38%, dfxtp_1 20%, mux2i_1 11%
CTS HTree Levels -> 3
Initial Util -> 50.7%
Layout fillers -> 7,325
final hold violation count -> 0
Max Slew Vio Count -> 0
Tightest Pin Transition -> 0.952 ns
Top Layout Cells -> 867 x nand2_1, 575 x edfxtp_1, 518 x and2_1
placer's final routability congestion estimate -> 0.906
Top Layer Used -> met5
Pwr Density -> 127 nW/um^2
worst skew pair latency -> 0.68 ns
met3 wire len -> 25,200 um
TritonCTS clock tree -> built
Synth area leader -> edfxtp_1
syn avg cell area -> 10.6 um^2
WP data required -> 11.44 ns
Critical Path Sink Type -> output pin
max reg flops -> 1,024
P_leak -> 18.4 nW
Top Family by Delay on Critical Path -> buffers and inverters
crit path launch type -> input port
Post-synth seq share -> 58.3%
post-synth cell types -> 46
post-cts sizing count -> 0
drt first-iter violations -> 2,638
Clock Skew -> 0 ns
met1 wire length -> 59,900 um
Final min period -> 9.29 ns
TNS Setup -> 0 ns
Clock Path Buffers -> 3
HPWL after DPL -> 89,100 um
Die W -> 302 um
R2R Setup Slk -> 13.46 ns
first-pass GRT wire length -> 235,000 um
WL met2 -> 73,000 um
Max-cap violations -> 0
top cell type's share of synthesized area -> 38.4%
cells in synth_stat.txt -> 4,252
dpl ws -> 5.11 ns
status -> complete, no violations
cycle use final -> 65.0%
die y size -> 302 um
most numerous logic cell after layout -> nand2_1
slowest CP cell -> nor4_1
Gate Count Post-Synth -> 4,252
Biggest register -> regFile_cp0
P&R area growth vs syn -> 13.6%
CTS sink cnt -> 1,024
Gate Area -> 17,300 um^2
die area -> 91,200 um^2
DR DRC count -> 0
WP buf/inv -> 4
number of global-route vias before repair -> 32,600
postcts setup bufs -> 0
DP Area -> 47,600 um^2
CP cell instances -> buf_8 -> buf_4 -> buf_12 -> mux2i_1 -> o22ai_1 -> nor4_1 -> nand2_1 -> clkdlybuf4s50_1
grt ovf -> 0
slew margin rel. -> 35.9%
layout cells sized above 1 -> 8.96%
Chip Area, Yosys -> 45,000 um^2
Synth Warn # -> 1
OpenROAD warning count -> 29
via/cell ratio -> 6.04
GRT Util Overall -> 39.7%
DRT antenna net count -> 0
CTS buffer count -> 109
Final Instance Area -> 51,100 um^2
area of the mapped netlist -> 45,000 um^2
Synth Register Bits -> 1,024
# IOs -> 145
Root Driver -> clkbuf_16
Final Setup Violations -> 0
Fmax -> 108 MHz
FF+latch area -> 26,300 um^2
drt first pass iters -> 22
via count -> 33,400
CP Max Fanout -> 94
core area -> 88,800 um^2
final WL -> 167,000 um
largest registers -> regFile_cp0: 1024 flops
Reg clk slew, reported paths -> 0.06 ns
largest net degree at the start of global routing -> 106
Peak VDD IR -> 0.0893 mV
DR WL/cell -> 30.3 um
Rows -> 109
Min-Delay Path Class -> reg -> reg
crit-path max cell delay -> 0.85 ns
[worst reg2reg max path: stages, from the launching register on]
cell	delay, ns
dfxtp_1	0.31
inv_1	0.23
a22oi_1	0.14
[cell usage after synthesis, drive strengths merged]
| library cell | n |
|---|---|
| a22oi | 4 |
| clkbuf | 286 |
| nand2 | 875 |
| nand4 | 1 |
| nand4b | 4 |
| nor4 | 69 |
| a22o | 32 |
| nand4bb | 6 |
| edfxtp | 575 |
| a311oi | 1 |
| nor3b | 4 |
| and3b | 1 |
| inv | 4 |
| or3 | 11 |
| nor3 | 20 |
| and3 | 4 |
| nand3 | 5 |
| or3b | 1 |
| o21ai | 1 |
| a21oi | 417 |
| mux2i | 512 |
| or4 | 1 |
| a21o | 1 |
| conb | 1 |
| nand3b | 5 |
| nor2b | 5 |
| dfxtp | 449 |
| o22ai | 257 |
| or2 | 18 |
| nor4b | 1 |
| nor2 | 14 |
| or4b | 5 |
| buf | 135 |
| nand2b | 4 |
| and2 | 523 |
[through the flow]
step | utilization, % | instances | hold slack (ns) | total power, mW
2_1_floorplan | - | 4277 | 0.436 | 3.56
3_3_place_gp | 53.6 | 5312 | 0.441 | 3.80
3_5_place_dp | 53.6 | 5312 | 0.446 | 3.80
4_1_cts | 57.6 | 5520 | 0.454 | 6.53
5_1_grt | 57.6 | 5521 | 0.466 | 6.68
6_report | 57.6 | 5524 | 0.453 | 6.52
[final timing paths]
kind / start / endpoint / depth (start not counted)
worst max-delay path: sel[0] / dout[10] / 8
worst min-delay path: regFile_cp0[4][16] / regFile_cp0[4][16] / 2
worst max register to register: regFile_cp0[12][0] / regFile_cp0[12][0] / 2
worst min register to register: regFile_cp0[4][16] / regFile_cp0[4][16] / 2
[routing by layer]
layer / track usage [%] / up-vias
met5: 0.828 / -
met4: 16.2 / 8
met3: 22.4 / 495
met2: 55.6 / 2037
met1: 53.2 / 16000
li1: - / 14800
[logic make-up after synthesis]
kind of cell	Yosys count	share of synthesized area, %
and+or+nand+nor	1577	17.3
DFF	1024	58.3
AOI/OAI and AO/OA	713	8.95
muxes	512	11.4
buffers and inverters	425	4.04
other	1	0.00833
[power breakdown]
group | internal (mW) | switching, mW | leakage [nW] | total, mW
clock network | 1.59 | 1.18 | 1.73 | 2.77
registers | 3.22 | 0.0351 | 9.14 | 3.25
logic | 0.167 | 0.323 | 7.58 | 0.490
[layout make-up]
cell class | instances | share of cell area, %
flip-flops and latches | 1024 | 51.4
multi-input cells | 2828 | 33.8
clock buffers | 168 | 6.35
repair buffers | 291 | 5.04
well taps | 1165 | 2.85
clock inverters | 40 | 0.509
inverters | 4 | 0.0294
diodes | 4 | 0.0196
Power and IR drop assume default switching activity.
